<file path="design.v">
module ControlUnit(
    input [6:0] opcode,
    input [2:0] funct3,
    input [6:0] funct7,
    output reg regWrite,
    output reg aluSrc,
    output reg memWrite,
    output reg memRead,
    output reg memToReg,
    output reg branch,
    output reg jump,
    output reg jumpback,
    output reg [3:0] aluControl
);
always @(*) begin
    regWrite = 0; aluSrc = 0; memWrite = 0; memRead = 0; memToReg = 0; branch = 0; jump = 0;
    case (opcode)
        7'b0110011: begin  
            regWrite = 1; aluSrc = 0; memWrite = 0; memRead = 0; memToReg = 0; branch = 0; jump = 0;
            case (funct3)
                3'b000: aluControl = (funct7 == 7'b0000000) ? 4'b0000 :  
                                      (funct7 == 7'b0100000) ? 4'b0001 :  
                                      4'bxxxx;  
                3'b111: aluControl = 4'b0010;  
                3'b110: aluControl = 4'b0011;  
                3'b100: aluControl = 4'b0100;  
                default: aluControl = 4'bxxxx;  
            endcase
        end
         7'b0000011: begin  
             aluControl=4'b0000; regWrite = 1; aluSrc = 1; memWrite = 0; memRead = 1; memToReg = 1; branch = 0; jump = 0;
            end
        7'b0100011: begin  
            aluControl = 4'b0000; regWrite = 0; aluSrc = 1; memWrite = 1; memRead = 0; memToReg = 0; branch = 0; jump = 0;jumpback=0;
            end
        7'b0010011: begin  
            regWrite = 1; aluSrc = 1; memWrite = 0; memRead = 0; memToReg = 0; branch = 0; jump = 0;
            case (funct3)
                3'b000: aluControl = 4'b0000;  
                3'b111: aluControl = 4'b0010;  
                3'b110: aluControl = 4'b0011;  
                3'b100: aluControl = 4'b0100;  
                default: aluControl = 4'bxxxx;  
            endcase
        end
        7'b1100011: begin  
            aluSrc = 0; regWrite = 0; memWrite = 0; memRead = 0; memToReg = 0; branch = 1; jump = 0;
            case (funct3)
                3'b000: aluControl = 4'b0101;  
                3'b001: aluControl = 4'b0110;  
                3'b100: aluControl = 4'b0111;  
                3'b101: aluControl = 4'b1000;  
                3'b110: aluControl = 4'b1001;  
                3'b111: aluControl = 4'b1010;  
                default: aluControl = 4'bxxxx;  
            endcase
        end
        7'b1101111: begin  
            aluControl = 4'b0000; regWrite = 1; aluSrc = 1; memWrite = 0; memRead = 0; memToReg = 0; branch = 0; jump = 1;
        end
         7'b1100111: begin  
            aluControl = 4'b0000; regWrite = 1; aluSrc = 1; memWrite = 0; memRead = 0; memToReg = 0; branch = 0; jump = 0;jumpback=1;
        end
        default: begin
            aluControl=4'bx;regWrite = 0; aluSrc = 0; memWrite = 0; memRead = 0; memToReg = 0; branch = 0; jump = 0;jumpback=0;
        end
    endcase
end
endmodule
module ID(
    input clk,
    input reset,
    input [31:0] instruction,
    input [31:0] writeData,
    input regWrite,
    output [4:0] rd,
    output [4:0] rs1,
    output [4:0] rs2,
    output [31:0] rd1,
    output [31:0] rd2,
    output aluSrc,
    output memWrite,
    output memRead,
    output memToReg,
    output branch,
    output jump,
    output jumpback,
    output [3:0] aluControl
);
assign rd = instruction[11:7];
assign rs1 = instruction[19:15];
assign rs2 = instruction[24:20];
wire [6:0] opcode = instruction[6:0];
wire [2:0] funct3 = instruction[14:12];
wire [6:0] funct7 = instruction[31:25];
ControlUnit control_unit(
    .opcode(opcode),
    .funct3(funct3),
    .funct7(funct7),
    .regWrite(regWrite),
    .aluSrc(aluSrc),
    .memWrite(memWrite),
    .memRead(memRead),
    .memToReg(memToReg),
    .branch(branch),
    .jump(jump),
    .jumpback(jumpback),
    .aluControl(aluControl)
);
RegisterFile register_file(
    .clk(clk),
    .reset(reset),
    .regWrite(regWrite),
    .rs1(rs1),
    .rs2(rs2),
    .rd(rd),
    .writeData(writeData),
    .rd1(rd1),
    .rd2(rd2)
);
endmodule
module RegisterFile(
    input clk,
    input reset,
    input regWrite,
    input [4:0] rs1,
    input [4:0] rs2,
    input [4:0] rd,
    input [31:0] writeData,
    output [31:0] rd1,
    output [31:0] rd2
);
integer i;
reg [31:0] regFile [0:31];
always @(posedge clk or posedge reset) begin
         regFile[0] = 32'b0;
    if (reset) begin
          for ( i = 1; i < 32; i = i + 1)
            regFile[i] <= 32'b0;
    end else if (regWrite)
        regFile[rd] <= writeData;
end
assign rd1 = regFile[rs1];
assign rd2 = regFile[rs2];
endmodule
</file>
<file path="run.sh">
#!/bin/bash
# OpenROAD 26Q1-2900-gdf79404cd8, Yosys 0.63+post, stock flow scripts
make -C /OpenROAD-flow-scripts/flow DESIGN_CONFIG=/design/flow/config.mk WORK_HOME=/design/flow/orfs finish
</file>
<file path="config.mk">
export PLATFORM = sky130hd
export DESIGN_NAME = ID
export DESIGN_NICKNAME = ID
export VERILOG_FILES = /design/flow/design.v
export SDC_FILE = /design/flow/constraint.sdc
export NUM_CORES = 4
export LEC_CHECK = 1
export CORE_UTILIZATION = 50
</file>
<file path="constraint.sdc">
current_design ID

set clk_period 7.2
set clk_io_pct 0.2

create_clock -name clk0 -period $clk_period [get_ports {clk}]

set non_clock_inputs [all_inputs -no_clocks]
set_input_delay [expr $clk_period * $clk_io_pct] -clock clk0 $non_clock_inputs
set_output_delay [expr $clk_period * $clk_io_pct] -clock clk0 [all_outputs]
</file>
==> run notes <==
• **total number of placement rows** 120
• **H-tree levels** 3
• **cell count in the Yosys report** 4,895
• **standby leakage power** 29.6 nW
• **number of global-route vias before repair** 48.3k
• **area of the core** 107,000 um^2
• **number of cells on the worst reg-to-reg path** 1
• **maximum VDD drop** 0.206 mV
• **leading post-synthesis cells by instance count** 1,026 x sky130_fd_sc_hd__mux2_2, 1,024 x sky130_fd_sc_hd__dfrtp_1, 675 x sky130_fd_sc_hd__nand3_1
• **count of endpoints without a timing constraint** 2
• **buffer levels on the longest clock path** 3
• **startpoint-to-endpoint class of the critical path** in2out
• **Worst Hold Depth** 1
• **Slew HR** 15.7%
• **height of the die** 331 um
• **Logic pwr share** 9.3%
• **detailed placer's ending HPWL** 184 mm
• **Mapped Avg Cell Area** 11.1 um^2
• **cells after synthesis** 4,895
• **routability congestion estimate** 1.08
• **hold-fix buffer count after cts** 0
• **global router's overall resource usage** 55.8%
• **area of the chip** 110,000 um^2
• **area used by sequential logic in the layout** 25,600 um^2
• **number of detailed-route iterations in the first pass** 9
• **Synth cell types** 69
• **first-pass GRT wire length** 397 mm
• **Arr. time, crit path** 5.16 ns
• **Starting DRT DRC Count** 6,859
• **actual slew at the worst max-slew pin** 1.26 ns
• **number of flops mapped to enable cells by yosys** 0
• **total count of hold-check failures in the final report** 0
• **design internal power** 10.1 mW
• **number of vias after detailed routing** 50.5k
• **clock root buffer** sky130_fd_sc_hd__clkbuf_16
• **total power per unit cell area** 219 nW/um^2
• **maximum number of pins on one net before global-route repair** 126
• **CP max-delay cell** sky130_fd_sc_hd__and2_1
• **slack of the critical path** 0.598 ns
• **final non-filler cell total** 6,505
• **Clk pwr share** 46.1%
• **delay of the slowest cell on the worst path** 0.89 ns
• **Setup WS pre-CTS** 0.923 ns
• **multi-input logic area** 26,600 um^2
• **class of the worst hold path** reg2reg
• **pre-placement core utilization** 50.5%
• **nature of the critical path startpoint** input pin
• **post-CTS setup-driven buffer insertion count** 0
• **WL/cell** 44.8 um
• **Pins Over Slew Limit** 0
• **area fraction of the dominant cell type after synthesis** 47.3%
• **cell accounting for the most synthesized area** sky130_fd_sc_hd__dfrtp_1
• **IO Pins** 157
• **via density per instance** 7.77
• **Final Setup Violations** 0
• **Worst Hold Slack** 0.522 ns
• **Post-Route Skew** 0 ns
• **cell with the most instances on the worst path** sky130_fd_sc_hd__buf_4
• **DR DRC count** 0
• **fill cell count** 8,917
• **Reg power frac** 44.7%
• **total of cells resized after clock tree synthesis** 0
• **initial antenna violation count** 34
• **number of nets with antenna violations after routing** 0
• **minimum period implied by the final worst setup slack** 6.60 ns
• **cell family contributing the most delay on the critical path** buffers and inverters
• **setup repair after global routing missed its margin** false
• **GRT overflow** 0
• **endpoint required time on the critical path** 5.76 ns
• **cell-by-cell listing of the critical path** buf_2 -> buf_4 -> and2_4 -> and2_1 -> buf_4 -> a222oi_1 -> nand3_1 -> o32a_1 -> clkdlybuf4s50_1
• **share of the core filled with cells** 58.4%
• **Psw** 3.60 mW
• **Most common reg cell** sky130_fd_sc_hd__dfrtp_1
• **maximum fanout count along the critical path** 29
• **post-synthesis instance area** 54,100 um^2
• **area delta synth->final** 15.6%
• **dpl cells** 6,264
• **Max Clock Freq** 151 MHz
• **fraction of final layout cells sized beyond drive strength 1** 33.5%
• **tally of max-capacitance violations** 0
• **top cell type by instance count after synthesis** sky130_fd_sc_hd__mux2_2
• **ratio of final minimum period to clock period** 91.7%
• **Die X** 331 um
• **port bufs** 155
• **share of flip-flops with an asynchronous set or reset** 99.9%
• **TritonCTS clock tree** done
• **kind of end point of the critical path** output pin
• **worst path buffer plus inverter count** 4
• **count of unclocked register or latch pins** 1
• **final WL** 292 mm
• **Post-synth area hogs** sky130_fd_sc_hd__dfrtp_1 47%, sky130_fd_sc_hd__mux2_2 21%, sky130_fd_sc_hd__nand3_1 6.2%
• **share of total power consumed by net switching** 26.3%
• **number of warnings in the stage logs** 64
• **post-synthesis chip area from yosys** 54,100 um^2
• **clock slew at the register clock pins of the worst setup and hold paths** 0.06 ns
• **total power** 13.7 mW
• **total clock buffers created by CTS** 113
• **critical path depth in cells** 9
• **total number of yosys warnings** 5
• **clock latency reported for the late side of the worst-skew pair** 0.72 ns
• **total of flip-flops plus latches after synthesis** 1,025
• **outcome** complete, no violations
==> state kept, by name (all words and copies together) (netlist names) <==
register	flops
register_file.regFile	1024
control_unit.jumpback	1
==> layout make-up <==
| cell class | count | area share [%] |
|---|---|---|
| Multi-Input combinational cell | 3316 | 42.5 |
| Sequential cell | 1025 | 41.0 |
| Timing Repair Buffer | 504 | 7.18 |
| Clock buffer | 157 | 5.19 |
| Tap cell | 1403 | 2.80 |
| Clock inverter | 54 | 1.17 |
| Antenna cell | 30 | 0.120 |
| Inverter | 16 | 0.102 |
==> layout by cell type, fill, tap and decap left out, drive strengths merged, types with 18 or more instances in the layout <==
| cell type | count |
|---|---|
| mux2 | 1026 |
| dfrtp | 1024 |
| nand3 | 675 |
| buf | 359 |
| a22oi | 335 |
| nand4 | 250 |
| and3 | 230 |
| clkbuf | 157 |
| clkdlybuf4s50 | 145 |
| nor2 | 96 |
| a2111oi | 80 |
| nand2 | 72 |
| o32a | 59 |
| and2 | 47 |
| or4 | 39 |
| mux2i | 34 |
| clkinv | 33 |
| a21oi | 32 |
| diode | 30 |
| nor3 | 27 |
| o21ai | 23 |
| a222oi | 23 |
| nand3b | 20 |
| a221oi | 19 |
| bufinv | 18 |
==> cells by family (layout without fill, tap and decap cells) <==
logic type | Yosys count | count (layout) | share of synthesized area [%]
flip-flops | 1024 | 1024 | 47.3
latches | 1 | 1 | 0.0277
multiplexers | 1062 | 1062 | 22.1
other | 0 | 30 | 0
AND/OR/NAND/NOR | 1566 | 1566 | 16.1
buffers and inverters | 554 | 731 | 4.38
XOR/XNOR | 1 | 1 | 0.0162
AND-OR/OR-AND | 687 | 687 | 10.1
==> path summary, 6_finish.rpt <==
kind | start | endpoint | slack [ns]
min in group asynchronous | reset | register_file.regFile[3][24] | 1.25
worst max register to register | register_file.regFile[8][6] | register_file.regFile[8][6] | 6.28
worst max-delay path | instruction[15] | rd1[6] | 0.60
worst min register to register | register_file.regFile[21][18] | register_file.regFile[21][18] | 0.52
max in group asynchronous | reset | register_file.regFile[8][22] | 4.64
worst min-delay path | register_file.regFile[21][18] | register_file.regFile[21][18] | 0.52
==> through the flow <==
step / TNS, ns / cell area, um^2
detailed placement: 0 / 58500
CTS: 0 / 62500
global placement: 0 / 58500
global route: 0 / 62500
finish: 0 / 62600
floorplan: -8554.43 / 54100
==> power groups by stage <==
stage     clock (mW)  combinational (mW)  sequential (mW)
4_1_cts         6.33                1.20             6.12
5_1_grt         6.52                1.28             6.14
6_report        6.32                1.27             6.13
==> metal layers <==
metal	part of all wire, %	vias up	global-route usage [%]
li1	-	19000	-
met1	34	25200	70.0
met2	39	4648	70.8
met3	17	1617	35.8
met4	9.2	58	38.0
met5	0.23	-	1.09
Power and IR drop assume default switching activity.
