==> flow/run.sh <==
#!/bin/bash
# OpenROAD 26Q1-2900-gdf79404cd8, Yosys 0.63+post, stock flow scripts
make -C /OpenROAD-flow-scripts/flow DESIGN_CONFIG=/design/flow/config.mk WORK_HOME=/design/flow/orfs finish
==> flow/design.v <==
module EX(
    input [31:0] rd1,
    input [31:0] rd2,
    input [31:0] immExt,
    input aluSrc,
    input [3:0] aluControl,
    output reg [31:0] aluResult,
    output reg zero
);
always @(*) begin
    case (aluControl)
        4'b0000: aluResult = rd1 + (aluSrc ? immExt : rd2);  
        4'b0001: aluResult = rd1 - (aluSrc ? immExt : rd2);  
        4'b0010: aluResult = rd1 & (aluSrc ? immExt : rd2);  
        4'b0011: aluResult = rd1 | (aluSrc ? immExt : rd2);  
        4'b0100: aluResult = rd1 ^ (aluSrc ? immExt : rd2);  
        4'b0101: aluResult = (rd1 == rd2) ? 32'b1 : 32'b0;  
        4'b0110: aluResult = (rd1 != rd2) ? 32'b1 : 32'b0;  
        4'b0111: aluResult = ($signed(rd1) < $signed(rd2)) ? 32'b1 : 32'b0;  
        4'b1000: aluResult = ($signed(rd1) >= $signed(rd2)) ? 32'b1 : 32'b0;  
        4'b1001: aluResult = (rd1 < rd2) ? 32'b1 : 32'b0;  
        4'b1010: aluResult = (rd1 >= rd2) ? 32'b1 : 32'b0;  
        default: aluResult = 32'b0;
    endcase
    zero = (aluResult == 32'b0)?1'b1:1'b0;
end
endmodule
==> flow/config.mk <==
export PLATFORM = sky130hd
export DESIGN_NAME = EX
export DESIGN_NICKNAME = EX
export VERILOG_FILES = /design/flow/design.v
export SDC_FILE = /design/flow/constraint.sdc
export NUM_CORES = 4
export LEC_CHECK = 1
export CORE_UTILIZATION = 30
==> flow/constraint.sdc <==
current_design EX

set clk_period 17.5
set clk_io_pct 0.2

create_clock -name clk0 -period $clk_period

set non_clock_inputs [all_inputs -no_clocks]
set_input_delay [expr $clk_period * $clk_io_pct] -clock clk0 $non_clock_inputs
set_output_delay [expr $clk_period * $clk_io_pct] -clock clk0 [all_outputs]
==> reports/results.tsv <==
metric	value	unit
run status	completed	
HP Class	in -> out	
number of vias per cell	5.244	
endpoints failing setup	0	
PostCTS Resize Cnt	0	
peak supply drop	0.008544	mV
DIE AREA	19570	sq um
Hold Path Depth	5	
Starting DRT DRC Count	395	
GPL Wtd Cong	0.9866	
Tot GR Track Use	0.2062	
WL/cell	17.32	um
PD cells	32.68	nW/um^2
Pleak	0.003312	uW
unrepaired setup endpoints after global routing	false	
Commonest Layout Cell	clkdlybuf4s50_1	
register area	0	sq um
Hold Path End	aluResult[21]	
via count	6062	
core area	18640	sq um
Pre-antenna DRT Iters	5	
most frequent cells in the layout	clkdlybuf4s50_1 (132), ha_1 (129), inv_1 (110), nand2_1 (70), a21oi_1 (68)	
flop count	0	
Filler Cells Inserted	1957	
Routed WL	20020	um
vias in the first global route	5655	
Multi-input gate area	5094	sq um
layout cells sized above 1	0.03037	
synthesis warning total	1	
final setup TNS	0	ns
Hold Vio Cnt, Final	0	
Met2 Routed Length	8633	um
port buffer count	134	
min cycle time layout	13.60	ns
initial antenna violation count	0	
Post-route DRC	0	
crit start category	primary input	
Tcrit/Tclk final	0.7774	
IO Count	134	
kind of critical path	in -> out	
Hold Buf Count CTS	0	
die width	139.9	um
Worst Max-Slew Pin Slew	0.7665	ns
WHS	8.244	ns
die height	139.9	um
wl on met1	10130	um
pins over their slew limit	0	
Worst EP arrival	10.10	ns
crit-path max FO	52	
count of tool warnings	66	
YS chip area	5705	sq um
maximum capacitance violations	0	
top sig layer	met4	
WP data required	14.00	ns
Core Util at FP	0.3060	
hold wc startpoint	aluControl[0]	
Cell Type Count	70	
post-CTS setup buffers	0	
Worst setup EP type	primary output	
global-route wire length before repair	31460	um
Avg Cell Area, Syn	6.983	sq um
# clk buffers	0	
Area growth syn-to-layout	25.90	%
sequential fraction of the synthesis area	0	
Max-slew headroom	0.4871	
largest net degree at the start of global routing	55	
Syn Inst Count	817	
Post-DP HPWL	16510	um
Max Freq	73.50	MHz
met3 WL	1069	um
remaining antenna violation count	0	
row cnt	50	
# Cells Yosys	817	
synthesized area	5705	sq um
Ant. Diodes	0	
total global routing overflow	0	
==> cell type report <==
class                      count  area share
timing repair buffer         141      0.1926
multi-input combinational    671      0.7091
tap                          234     0.04076
inverter                     110     0.05748
==> logic make-up (layout without fill, tap and decap cells) <==
kind of cell / count (synthesis) / after routing / synth area share
and+or+nand+nor: 227 / 227 / 0.2081
xor gates and xnor gates: 53 / 53 / 0.08136
adders and majority gates: 130 / 130 / 0.2864
buffers and inverters: 146 / 251 / 0.1086
AOI/OAI and AO/OA: 231 / 231 / 0.2627
muxes: 30 / 30 / 0.05285
==> Yosys cell counts, types with 9 or more instances <==
cell type / number / area [sq um]
ha_1: 129 / 1614
inv_1: 110 / 412.9
nand2_1: 70 / 262.8
a21oi_1: 68 / 340.3
nor2_1: 56 / 210.2
xnor2_1: 47 / 411.6
o21ai_0: 46 / 230.2
mux2i_1: 29 / 290.3
o21a_1: 18 / 135.1
a211oi_1: 17 / 127.6
clkbuf_1: 15 / 56.30
nand3_1: 14 / 70.07
nand4_1: 14 / 87.58
a21o_1: 10 / 75.07
a22oi_1: 10 / 75.07
a31oi_1: 10 / 62.56
buf_2: 9 / 45.04
==> layer usage <==
layer  track usage  up-vias
met5             0        -
met4       0.01966        0
met3       0.01358       13
met2        0.3224      156
met1        0.3194     2768
li1              -     3125
==> critical path, cell delays in order <==
cell	delay [ns]
buf_2	0.08
buf_4	0.49
mux2i_1	0.44
ha_1	0.30
nand2_1	0.07
nor2_1	0.21
nand2_1	0.12
or3_1	0.36
nor2_1	0.25
a21oi_1	0.15
xnor2_1	0.16
ha_1	0.43
nand2_1	0.12
nor4_1	0.26
a21bo_1	0.27
and4_1	0.19
o21ai_1	0.20
xnor2_1	0.18
o21ai_0	0.24
nor4_1	0.55
nand4_1	0.28
or4_1	0.57
nor4_2	0.15
clkdlybuf4s50_1	0.50
==> power by group <==
group | internal, uW | switching, uW
registers | 0 | 0
clock network | 0 | 0
logic | 109 | 126
total | 109 | 126
==> how the worst max path moves through the flow <==
stage,from,to,slack [ns],cells past startpoint
CTS,aluSrc,zero,3.89,24
global route,aluSrc,zero,3.51,24
finish,aluSrc,zero,3.90,24
==> metrics by stage <==
step,std cells,setup WS (ns),util,area [sq um],power (uW)
final,1156,3.895,0.3853,7183,234.7
after CTS,1156,3.886,0.3853,7183,233.7
after global routing,1156,3.515,0.3853,7183,261.1
after detailed placement,1156,3.900,0.3853,7183,232.1
after global placement,1156,3.836,0.3853,7183,233.6
after floorplan,817,5.155,-,5705,148.2
Power figures rest on the tool's default switching activity, not on a simulated workload.
